$ cat /design/flow/run.sh
#!/bin/bash
# OpenROAD 26Q1-2900-gdf79404cd8, Yosys 0.63+post, stock flow scripts
make -C /OpenROAD-flow-scripts/flow DESIGN_CONFIG=/design/flow/config.mk WORK_HOME=/design/flow/orfs finish
$ cat /design/flow/config.mk
export PLATFORM = sky130hd
export DESIGN_NAME = cpu_core
export DESIGN_NICKNAME = cpu_core
export VERILOG_FILES = /design/flow/design.v
export SDC_FILE = /design/flow/constraint.sdc
export NUM_CORES = 4
export LEC_CHECK = 1
export CORE_AREA = 10 10 111 111
export DIE_AREA = 0 0 121 121
$ cat /design/flow/constraint.sdc
current_design cpu_core

set clk_period 4.9
set clk_io_pct 0.2

create_clock -name clk0 -period $clk_period [get_ports {clk}]

set non_clock_inputs [all_inputs -no_clocks]
set_input_delay [expr $clk_period * $clk_io_pct] -clock clk0 $non_clock_inputs
set_output_delay [expr $clk_period * $clk_io_pct] -clock clk0 [all_outputs]
$ cat /design/flow/design.v
module alu(
	input wire [7:0] op_a,   
	input wire [7:0] op_b,   
	input wire alu_op,       
	output reg [7:0] result   
);
always @(*) begin
	 case (alu_op)
		1'b0: result = op_a + op_b;   
		1'b1: result = op_a - op_b;   
		default: result = 8'd0;       
	 endcase
end
endmodule
module control_unit (
	input wire clk,
	input wire rst_n,
	input wire [7:0] instr,   
	output reg we_a,         
	output reg we_b,         
	output reg alu_op,       
	output reg do_alu,       
	output reg do_store,     
	output reg [3:0] next_pc   
);
localparam IDLE = 2'd0;
localparam FETCH = 2'd1;
localparam DECODE = 2'd2;
localparam EXECUTE = 2'd3;
reg [1:0] state, next_state;
always @(posedge clk or negedge rst_n) begin
	if (!rst_n)
		state <= IDLE;
	else
		state <= next_state;
end
always @ (*) begin
	case (state)
		IDLE: next_state = FETCH;
		FETCH: next_state = DECODE;
		DECODE: next_state = EXECUTE;
		EXECUTE: next_state = FETCH;
		default: next_state = IDLE;
	endcase
end
always @ (posedge clk or negedge rst_n) begin
	if (!rst_n) begin
		we_a <= 0;
		we_b <= 0;
		alu_op <= 0;
		do_alu <= 0;
		do_store <= 0;
		next_pc <= 4'd0;
	end else begin
		case  (state)
			FETCH: begin
				next_pc <= next_pc + 1;
				we_a <= 0;
				we_b <= 0;
				do_alu <= 0;
				do_store <= 0;
			end
			DECODE: begin
				we_a <= 0;
				we_b <= 0;
				alu_op <= 0;
				do_alu <= 0;
				do_store <= 0;
				if (instr[7:4] == 4'b0001) begin
					we_a <= 1;   
				end else if (instr[7:4] == 4'b0010) begin
					we_b <= 1;   
				end else if (instr[7:4] == 4'b0100) begin
					alu_op <= 0;   
					do_alu <= 1;
				end else if (instr[7:4] == 4'b0101) begin
					alu_op <= 1;   
					do_alu <= 1;
				end else if (instr[7:4] == 4'b0110) begin
					do_store <= 1;   
				end
			end
			EXECUTE: begin
				we_a <= 0;
				we_b <= 0;
				do_alu <= 0;
				do_store <= 0;
			end
		endcase
	end
end
endmodule
module cpu_core (
	input wire clk,
	input wire rst_n,
	output wire [7:0] alu_result,
	output wire [7:0] data_result,
	output wire [7:0] reg_a_result,
	output wire [7:0] reg_b_result
);
reg [3:0] pc;
wire [7:0] instr;
wire we_a, we_b, alu_op, do_alu, do_store;
wire [3:0] next_pc;   
wire [7:0] reg_a_data, reg_b_data;
reg [7:0] latched_data_result;   
wire [7:0] op_a, op_b;
wire [7:0] alu_result_internal;   
assign reg_a_result = reg_a_data;
assign reg_b_result = reg_b_data;
assign alu_result = alu_result_internal;
assign data_result = latched_data_result;
always @(posedge clk or negedge rst_n) begin
	if(!rst_n)
		pc <= 4'd0;
	else
		pc <= next_pc;
end
instr_mem u_instr_mem(
	.addr(pc),
	.instr(instr)
);
reg_file u_reg_file (
	.clk(clk),
	.rst_n(rst_n),
	.we_a(we_a),
	.we_b(we_b),
	.data_in(latched_data_result),   
	.data_a(reg_a_data),   
	.data_b(reg_b_data)    
);
alu u_alu(
	.op_a(op_a),
	.op_b(op_b),
	.alu_op(alu_op),
	.result(alu_result_internal)   
);
control_unit u_control_unit(
	.clk(clk),
	.rst_n(rst_n),
	.instr(instr),
	.we_a(we_a),
	.we_b(we_b),
	.alu_op(alu_op),
	.do_alu(do_alu),
	.do_store(do_store),
	.next_pc(next_pc)
);
assign op_a = reg_a_data;
assign op_b = reg_b_data;
always @(posedge clk or negedge rst_n) begin
	if (!rst_n)
		latched_data_result  <= 8'd0;
	else
		latched_data_result <= (do_alu) ? alu_result_internal : {4'd0, instr[3:0]};
end
endmodule
module instr_mem (
	input wire [3:0] addr,   
	output reg [7:0] instr   
);
always @ (*) begin
	case (addr)
		4'd0: instr = 8'b00010001;   
		4'd1: instr = 8'b00100010;   
		4'd2: instr = 8'b01000000;   
		4'd3: instr = 8'b01100000;   
		default: instr = 8'b00000000;   
	endcase
end
endmodule
module reg_file(
	input wire clk,   
	input wire rst_n,   
	input wire we_a,    
	input wire we_b,    
	input wire [7:0] data_in,   
	output reg [7:0] data_a,    
	output reg [7:0] data_b     
);
always @ (posedge clk or negedge rst_n) begin
	if (!rst_n) begin
		data_a <= 8'd0;
		data_b <= 8'd0;
	end else begin
		if (we_a)
			data_a <= data_in;
		if (we_b)
			data_b <= data_in;
		end
end
endmodule
==> run notes <==
run metrics: status completed, cell count in the Yosys report about 170, DP Cell Count roughly 330, GRT overflow 0, HPWL Detailed 3240 um, distinct lib cells 38, Detailed Routing Iterations Pass 1 4, Late-Pin Clk Latency 0.29 ns, Clock Tree Buf Depth 2, Filler cells approximately 1,000, worst-margin pin slew roughly 0.5 ns, Wirelength per Cell 12.6 um, vias post-DR 1,292, CTS tree built, Gate power share 22.2%, Reg area 0.00100 mm2, non-filler cells, final about 340, max_cap viols 0, Clock Pin Slew Worst Setup and Hold Paths 0.08 ns, Post-synth seq share 53.4%, reg-to-reg slack, setup 2.45 ns, r2r startpoint u_reg_file.data_b[0], Num CTS Buffers 5, Total GRT Usage 6.12%, Rel. slew slack 66.5%, Top cells excl fill/tap dfrtp_1, clkdlybuf4s50_1, inv_1, xnor2_1, nand2_1, cell count after synthesis 166, switching power total about 0.23 mW, Int Pwr 0.639 mW, core area 0.00986 mm2, number of routed nets with antenna violations 0, kind of critical path reg2out, antenna violations before repair 0, drt via density around 3.8, largest net degree at the start of global routing 41, Rows 36, fin crit period 3.93 ns, Worst EP arrival around 3.0 ns, Hold Buf Count CTS 0, VDD IR-drop max approximately 0.00012 V, Num Clock Sinks 40, Die Area 0.0146 mm2, yosys stat area 0.00188 mm2, Die Ht between 100 and 150 um, CP Data Required Time a little under 4 ns, r2r endpoint latched_data_result[6], post-CTS sizing 0, syn avg cell area 11.3 um2, Achievable Freq 254 MHz, FP Core Util about a fifth, Setup TNS 0 ns, Gate Area 805 um2, cell area power density 351 mW/mm2, vias in the first global route 1,321, crit end category output pin, # diodes 0, cell area after synthesis between 0.0015 and 0.002 mm2, I/O Pins 34, first-pass GRT wire length around 7100 um, worst hold endpoint pc[3], power share of the clock group 31.4%, clock skew roughly 0.0060 ns, die width 121 um, clk root buf clkbuf_8, Commonest Layout Cell dfrtp_1, Buffers on Ports 33, Min-Delay Path Depth 0, GPL Wtd Cong 0.868, fin crit share 80.2%, LEAKAGE about 1.1 nW, critical path peak fanout 4, Yosys warning total 5, switch share between 20% and 30%, share of layout cells above drive strength 1 8.37%, DR iter-0 viols around 47, crit start category register, Synth-to-Final Area Change 31.5%, Post-synth regs ~40, worst-case reg-to-reg path depth 9, HP Class reg2reg, Remaining DRCs 0, Hold Fails Final Rpt 0, H-tree depth 2, endpoints failing setup 0, Flop pwr share 46.3%, beginning of the worst hold path u_control_unit.next_pc[3], tool warnings 25, RSZ-0062 raised after global routing false, Post-CTS Setup Repair Bufs 0, Final Max Slew Viols 0, DRT Wirelength 4250 um
kinds of logic (layout without fill, tap and decap cells):
group	after synthesis	after routing	synth area share, %
compound gates	26	26	8.66
xor+xnor	13	13	6.06
fa+ha+maj	10	10	7.06
buf+inv	18	55	3.80
flops	40	40	53.4
mux	14	14	8.19
other cells	1	1	0.200
simple gates	44	44	12.7
registers in the layout, indices dropped and copies added, names as in the netlist:
signal and count:
latched_data_result 8, u_control_unit.alu_op 1, u_control_unit.next_pc 4, u_control_unit.we_a 1, u_control_unit.state 4, u_reg_file.data_a 8
pc 4, u_reg_file.data_b 8, u_control_unit.do_alu 1, u_control_unit.we_b 1
metal layers:
layer	vias to the layer above	part of all wire, %	GRT usage, %
met4	0	0.42	0.603
met2	26	48	10.2
met1	625	45	7.75
li1	639	-	-
met3	2	6.6	2.17
met5	-	0	0
cells in the mapped netlist (all sizes together):
master / count / area [um2]
nand3: 1 / 5.00
ha: 9 / 113
o211ai: 1 / 7.51
nand4: 1 / 6.26
a21oi: 4 / 20.0
mux2i: 3 / 30.0
a211oi: 2 / 15.0
o22ai: 1 / 12.5
dfrtp: 39 / 976
and3: 1 / 6.26
nor2b: 2 / 12.5
nand2b: 4 / 32.5
a21boi: 1 / 7.51
dfstp: 1 / 26.3
nand2: 10 / 37.5
nor2: 8 / 30.0
or2: 1 / 6.26
and2: 5 / 31.3
o21ai: 10 / 50.1
mux2: 11 / 124
or3: 1 / 6.26
o21a: 3 / 22.5
conb: 1 / 3.75
fa: 1 / 20.0
buf: 1 / 7.51
inv: 13 / 48.8
xor2: 2 / 17.5
or4b: 1 / 10.0
or4: 1 / 11.3
o2111ai: 1 / 8.76
clkbuf: 4 / 15.0
nor3: 7 / 35.0
xnor2: 11 / 96.3
a31oi: 3 / 18.8
nor3b: 1 / 7.51
worst max path at each step:
stage                    to                 start
global route  alu_result[6]  u_reg_file.data_b[0]
finish        alu_result[6]  u_reg_file.data_b[0]
CTS           alu_result[5]  u_reg_file.data_b[0]
power groups by stage:
stage / Combinational [mW] / Clock [mW] / Sequential, mW
final: 0.193 / 0.272 / 0.402
after global routing: 0.222 / 0.294 / 0.410
after CTS: 0.200 / 0.280 / 0.402
cell type report:
cell class | instances | share of cell area [%]
Inverter | 13 | 1.98
Clock buffer | 5 | 2.79
Clock inverter | 3 | 1.87
Timing Repair Buffer | 34 | 13.5
Sequential cell | 40 | 40.6
Multi-Input combinational cell | 108 | 32.6
Tap cell | 133 | 6.74
critical path, stage by stage, from the launching register on:
cell and delay (ns):
dfrtp_1 0.39, inv_1 0.08, ha_1 0.28, mux2_1 0.33
fa_1 0.46, nor2b_1 0.13, o21a_1 0.19, o2111ai_1 0.13
o211ai_1 0.16, clkdlybuf4s50_1 0.51
through the flow:
| step | hold slack, ns | cell area [um2] | total power [mW] | utilization (%) | setup WS [ns] |
|---|---|---|---|---|---|
| CTS | 0.405 | 2470 | 0.883 | 25.0 | 0.933 |
| global route | 0.411 | 2470 | 0.926 | 25.0 | 0.730 |
| detailed placement | 0.385 | 2350 | 0.606 | 23.9 | 1.29 |
| finish | 0.401 | 2470 | 0.867 | 25.0 | 0.968 |
| global placement | 0.383 | 2350 | 0.603 | 23.9 | 1.31 |
| floorplan | 0.352 | 1880 | 0.508 | - | 2.04 |
Power figures rest on the tool's default switching activity, not on a simulated workload.
